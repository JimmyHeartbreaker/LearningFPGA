[design/flow/design.v]
module Calculator_Simple #(parameter c_DEBOUNCE_LIMIT = 250000) (
	input	i_Clk,
	input	i_Switch_1,
	input	i_Switch_2,
	input	i_Switch_3,
	input	i_Switch_4,
	output	o_Segment2_A,
	output	o_Segment2_B,
	output	o_Segment2_C,
	output	o_Segment2_D,
	output	o_Segment2_E,
	output	o_Segment2_F,
	output	o_Segment2_G,
	output	o_Segment1_A,
	output	o_Segment1_B,
	output	o_Segment1_C,
	output	o_Segment1_D,
	output	o_Segment1_E,
	output	o_Segment1_F,
	output	o_Segment1_G);
	logic 		w_Switch_1,w_Switch_2,w_Switch_3,w_Switch_4;
	logic		r_Switch_1 = 1'b0,r_Switch_2 = 1'b0,r_Switch_3 = 1'b0,r_Switch_4 = 1'b0;
	logic	[3:0]	r_left = 4'b0000;
	logic	[3:0]	r_right = 4'b0000;
	logic	[7:0]	w_Segment2 = 8'b00000000;
	logic	[7:0]	w_Segment1= 8'b00000000;
	logic	[7:0]	total = 8'b00000000;
	Debounce_Switch #(.c_DEBOUNCE_LIMIT(c_DEBOUNCE_LIMIT)) swDBInst1 (.i_Clk,.i_Switch(i_Switch_1),.o_Switch(w_Switch_1));
	Debounce_Switch #(.c_DEBOUNCE_LIMIT(c_DEBOUNCE_LIMIT)) swDBInst2 (.i_Clk,.i_Switch(i_Switch_2),.o_Switch(w_Switch_2));
	Debounce_Switch #(.c_DEBOUNCE_LIMIT(c_DEBOUNCE_LIMIT)) swDBInst3 (.i_Clk,.i_Switch(i_Switch_3),.o_Switch(w_Switch_3));
	Debounce_Switch #(.c_DEBOUNCE_LIMIT(c_DEBOUNCE_LIMIT)) swDBInst4 (.i_Clk,.i_Switch(i_Switch_4),.o_Switch(w_Switch_4));
	always_comb
	begin
		total <= i_Switch_3 
				? r_left + r_right 
				: i_Switch_4 
					? r_left * r_right
					: 0;
	end
	always @(posedge i_Clk)
	begin	
		r_Switch_1 <= w_Switch_1; 
	if(w_Switch_1 && !r_Switch_1) 
	begin 
		if(r_left == 15)
				r_left <= 0;
			else
				r_left <= r_left + 1; 
	end
		r_Switch_2 <= w_Switch_2; 
	if(w_Switch_2 && !r_Switch_2) 
	begin 
		if(r_right == 15)
				r_right <= 0;
			else
				r_right <= r_right + 1; 
	end
		r_Switch_3 <= w_Switch_3; 
	if(w_Switch_3 && !r_Switch_3) 
	begin 
		r_left <= total[3:0];
			r_right <= total[7:4]; 
	end
		r_Switch_4 <= w_Switch_4; 
	if(w_Switch_4 && !r_Switch_4) 
	begin 
		r_left <= total[3:0];
			r_right <= total[7:4]; 
	end
	end
	Binary_To_7Segment Inst(
		.i_Clk(i_Clk),
		.i_Binary_Num(r_left),
		.o_Segment(w_Segment2));
	Binary_To_7Segment Inst2(
		.i_Clk(i_Clk),
		.i_Binary_Num(r_right),
		.o_Segment(w_Segment1));
	assign o_Segment2_A = ~w_Segment2[0];
	assign o_Segment2_B = ~w_Segment2[1];
	assign o_Segment2_C = ~w_Segment2[2];
	assign o_Segment2_D = ~w_Segment2[3];
	assign o_Segment2_E = ~w_Segment2[4];
	assign o_Segment2_F = ~w_Segment2[5];
	assign o_Segment2_G = ~w_Segment2[6];
	assign o_Segment1_A = ~w_Segment1[0];
	assign o_Segment1_B = ~w_Segment1[1];
	assign o_Segment1_C = ~w_Segment1[2];
	assign o_Segment1_D = ~w_Segment1[3];
	assign o_Segment1_E = ~w_Segment1[4];
	assign o_Segment1_F = ~w_Segment1[5];
	assign o_Segment1_G = ~w_Segment1[6];
endmodule
module Binary_To_7Segment(
	input		i_Clk,
	input 	[3:0]	i_Binary_Num,
	output	[7:0]	o_Segment);
	logic	[6:0]	r_Hex_Encoding = 7'h00;
	always @(posedge i_Clk)
		begin
			case (i_Binary_Num)
				4'b0000 : r_Hex_Encoding <= 7'h3F;
				4'b0001 : r_Hex_Encoding <= 7'h06;
				4'b0010 : r_Hex_Encoding <= 7'h5B;
				4'b0011 : r_Hex_Encoding <= 7'h4F;
				4'b0100 : r_Hex_Encoding <= 7'h66;          
				4'b0101 : r_Hex_Encoding <= 7'h6D;
				4'b0110 : r_Hex_Encoding <= 7'h7D;
				4'b0111 : r_Hex_Encoding <= 7'h07;
				4'b1000 : r_Hex_Encoding <= 7'h7F;
				4'b1001 : r_Hex_Encoding <= 7'h6F;
				4'b1010 : r_Hex_Encoding <= 7'h77;
				4'b1011 : r_Hex_Encoding <= 7'h7C;
				4'b1100 : r_Hex_Encoding <= 7'h39;
				4'b1101 : r_Hex_Encoding <= 7'h5E;
				4'b1110 : r_Hex_Encoding <= 7'h79;
				4'b1111 : r_Hex_Encoding <= 7'h71;
      		endcase		 
		end  
	assign o_Segment = r_Hex_Encoding;
endmodule  
module Debounce_Switch
	#(parameter c_DEBOUNCE_LIMIT = 250000) 
	(input i_Clk,
	 input i_Switch,
	 output o_Switch);
	logic r_State = 1'b0;
	logic [17:0] r_Count = 0;	
	always @(posedge i_Clk)
		begin
			if (i_Switch !== r_State && r_Count < c_DEBOUNCE_LIMIT)
				r_Count <= r_Count + 1;  
			else if (r_Count == c_DEBOUNCE_LIMIT)
			begin
				r_Count <= 0;
				r_State <= i_Switch;
			end
			else
				r_Count <= 0;
		end  
	assign o_Switch = r_State;
endmodule  
[design/flow/run.sh]
#!/bin/bash
# OpenROAD 26Q1-2900-gdf79404cd8, Yosys 0.63+post, stock flow scripts
make -C /OpenROAD-flow-scripts/flow DESIGN_CONFIG=/design/flow/config.mk WORK_HOME=/design/flow/orfs finish
[design/flow/config.mk]
export PLATFORM = sky130hd
export DESIGN_NAME = Calculator_Simple
export DESIGN_NICKNAME = Calculator_Simple
export VERILOG_FILES = /design/flow/design.v
export SDC_FILE = /design/flow/constraint.sdc
export NUM_CORES = 4
export LEC_CHECK = 1
export CORE_UTILIZATION = 50
export SYNTH_HDL_FRONTEND = slang
[design/flow/constraint.sdc]
current_design Calculator_Simple

set clk_period 6.4
set clk_io_pct 0.2

create_clock -name clk0 -period $clk_period [get_ports {i_Clk}]

set non_clock_inputs [all_inputs -no_clocks]
set_input_delay [expr $clk_period * $clk_io_pct] -clock clk0 $non_clock_inputs
set_output_delay [expr $clk_period * $clk_io_pct] -clock clk0 [all_outputs]
==> results.sh <==
# yosys + openroad results
export IMPL_status="completed"
export IMPL_hold_viol=0
export IMPL_vias=4179
export IMPL_simple_gate_share_pct=24.7
export IMPL_p_per_area_nw_per_um2=205
export IMPL_mostFrequentLayoutCell="nor2_1"
export IMPL_cp_slowest_cell="edfxtp_1"
export IMPL_clockRootBuffer="clkbuf_8"
export IMPL_core_area_um2=10800
export IMPL_p_clk_share_pct=41.9
export IMPL_ys_seq_share_pct=38.8
export IMPL_critPathRequiredTime_ns=6.54
export IMPL_rsz0062_at_grt="false"
export IMPL_grt_pass1_wl_um=17500
export IMPL_crit_top_cell="fa_1"
export IMPL_tritoncts="done"
export IMPL_min_to="r_Switch_4$_DFF_P_"
export IMPL_wl_met3_um=332
export IMPL_synthArstFlopShare_pct=0
export IMPL_post_route_drc_count=0
export IMPL_syn_cell_area_um2=5570
export IMPL_wl_per_cell_um=12.4
export IMPL_ys_ff=102
export IMPL_timing_rr_end="r_right[2]$_DFFE_PP_"
export IMPL_grt_pass1_vias=3775
export IMPL_top_area_share_pct=32.4
export IMPL_clock_skew_final_ns=0.00800
export IMPL_overflow=0
export IMPL_hold_buffers=0
export IMPL_mux_share_pct=0.966
export IMPL_switching_share_pct=21.5
export IMPL_dp_hpwl_um=6970
export IMPL_die_y_um=108
export IMPL_yosys_area_top_type="dfxtp_1"
export IMPL_combPwrFrac_pct=4.8
export IMPL_finalClockPeriodUsage_pct=54.9
export IMPL_h_tree_depth=3
export IMPL_critPathLaunchType="register"
export IMPL_avgSynthCellArea_um2=8.65
export IMPL_clkTransAtPathRegs_ns=0.10
export IMPL_top_layer_used="met4"
export IMPL_edf_count=12
export IMPL_fa_ha_area_share_pct=10.8
export IMPL_fp_util_pct=51.4
export IMPL_antenna_diode_count=0
export IMPL_synth_main_ff_cell="dfxtp_1"
export IMPL_cts_buffer_depth=2
export IMPL_internal_power_mw=0.986
export IMPL_drtIter0Drc=212
export IMPL_drt_met1_wl_um=5250
export IMPL_tightestPinTransition_ns=0.694
export IMPL_port_buffers=18
export IMPL_drive_above_1_share_pct=3.96
export IMPL_cts_resized=0
export IMPL_utilization_pct=56.5
export IMPL_crit_chain="nand2_1 -> fa_1 -> inv_1 -> fa_1 -> inv_1 -> fa_1 -> nor2b_1 -> o21ai_0 -> a21o_1 -> a32o_1"
export IMPL_area_leaders="dfxtp_1 (32%), ha_1 (9.0%), xnor2_1 (8.5%)"
export IMPL_die_width_um=108
export IMPL_gp_congestion=0.894
export IMPL_yosys_warnings=0
export IMPL_cap_viol_max_count=0
export IMPL_post_cts_buffers=0
export IMPL_warning_count=43
export IMPL_cp_data_arrival_time_ns=3.65
export IMPL_pwr_share_seq_pct=53.3
export IMPL_fp_row_count=38
export IMPL_ys_sh_xor_pct=10.4
export IMPL_hold_ws_ns=0.431
export IMPL_die_area_um2=11600
export IMPL_top_logic_kind="simple AND/OR/NAND/NOR gates"
export IMPL_clock_latency_ns=0.38
export IMPL_r2r_setup_slack_ns=2.89
export IMPL_grt_max_degree=22
export IMPL_path_class="reg -> reg"
export IMPL_power_leakage_nw=2.29
export IMPL_ios=19
export IMPL_setup_viol=0
export IMPL_vias_per_cell=5.24
export IMPL_ys_cells=644
export IMPL_finalSetupTns_ns=0
export IMPL_cts_made_buffers=9
export IMPL_wl_met2_um=4230
export IMPL_area_growth_pct=9.89
export IMPL_reg2reg_from="r_right[3]$_DFFE_PP_"
export IMPL_ys_area_um2=5570
export IMPL_synth_cells=644
export IMPL_ir_drop_mv=0.203
export IMPL_worstRegToRegCells=10
export IMPL_max_freq_mhz=285
export IMPL_most_common_layout_cells="nor2_1 (96), dfxtp_1 (90), inv_1 (57)"
export IMPL_track_usage_pct=19.4
export IMPL_drtPass1Iterations=4
export IMPL_routed_wl_um=9920
export IMPL_clock_sinks=102
export IMPL_ant_nets=0
export IMPL_critPathBufInv=2
export IMPL_slew_headroom_pct=53.2
export IMPL_ys_sh_aoi_pct=8.87
export IMPL_holdPathStages=0
export IMPL_critPathMaxStageDelay_ns=0.72
export IMPL_hp_start="swDBInst4.o_Switch$_DFFE_PP_"
export IMPL_antenna_found_initial=0
export IMPL_hold_class="reg -> reg"
export IMPL_p_switching_mw=0.270
export IMPL_path_depth=10
export IMPL_path_max_fanout=21
export IMPL_period_minus_slack_ns=3.51
export IMPL_crit_path_end_kind="register"
export IMPL_yosysUniqueCellTypes=58
export IMPL_critPathTopFamily="adder cells"
export IMPL_drv_slew=0
-- synthesized netlist by cell type, drive strengths merged (2+ instances only) --
| library cell | instances |
|---|---|
| nor2 | 96 |
| dfxtp | 90 |
| inv | 57 |
| xnor2 | 54 |
| ha | 40 |
| nand3 | 31 |
| nand2 | 30 |
| nor4 | 25 |
| nor3 | 24 |
| clkbuf | 22 |
| nand4 | 21 |
| a21oi | 20 |
| o21ai | 14 |
| edfxtp | 12 |
| xor2 | 12 |
| and3 | 9 |
| nand2b | 8 |
| and2 | 6 |
| nor2b | 6 |
| or4 | 6 |
| fa | 5 |
| o31ai | 5 |
| a211oi | 4 |
| a31oi | 4 |
| a21o | 3 |
| nor3b | 3 |
| o211ai | 3 |
| o31a | 3 |
| a2111oi | 2 |
| a22oi | 2 |
| a41oi | 2 |
| mux2i | 2 |
| nand4b | 2 |
| o21a | 2 |
-- cell type report --
cell class	instances	area, um2
Clock inverter	7	145
Multi-Input combinational cell	462	3100
Timing Repair Buffer	20	195
Fill cell	940	4720
Inverter	57	214
Clock buffer	9	124
Sequential cell	102	2160
Tap cell	140	175
-- through the flow --
| step | power (mW) | instance area, um2 | cells | setup slack, ns |
|---|---|---|---|---|
| 2_1_floorplan | 0.723 | 5570 | 644 | 2.89 |
| 3_3_place_gp | 0.744 | 5850 | 781 | 2.92 |
| 3_5_place_dp | 0.745 | 5850 | 781 | 2.91 |
| 4_1_cts | 1.28 | 6120 | 797 | 2.89 |
| 5_1_grt | 1.32 | 6120 | 797 | 2.68 |
| 6_report | 1.26 | 6120 | 797 | 2.89 |
-- state kept, by name (all words and copies together) (netlist names) --
| register | flops |
|---|---|
| r_right | 4 |
| swDBInst3.r_Count | 18 |
| r_left | 4 |
| Inst2.r_Hex_Encoding | 7 |
| swDBInst4.r_Count | 18 |
| r_Switch_1 | 1 |
| r_Switch_4 | 1 |
| swDBInst2.r_Count | 18 |
| Inst.r_Hex_Encoding | 7 |
| swDBInst1.r_Count | 18 |
| r_Switch_2 | 1 |
| swDBInst1.o_Switch | 1 |
| swDBInst4.o_Switch | 1 |
| swDBInst3.o_Switch | 1 |
| r_Switch_3 | 1 |
| swDBInst2.o_Switch | 1 |
-- how the worst max path moves through the flow --
stage | start | endpoint | slack (ns)
after CTS | r_right[3]$_DFFE_PP_ | r_right[3]$_DFFE_PP_ | 2.89
after global routing | r_right[3]$_DFFE_PP_ | r_right[2]$_DFFE_PP_ | 2.68
final | r_right[3]$_DFFE_PP_ | r_right[2]$_DFFE_PP_ | 2.89
-- kinds of logic after synthesis --
| logic type | Yosys count |
|---|---|
| AOI/OAI and AO/OA | 73 |
| xor gates and xnor gates | 66 |
| adders and majority gates | 45 |
| buffers and inverters | 80 |
| DFF | 102 |
| muxes | 4 |
| and+or+nand+nor | 274 |
-- layer usage --
metal / vias up / GRT usage [%]
li1: 2240 / -
met1: 1883 / 30.7
met2: 49 / 29.5
met3: 7 / 3.89
met4: 0 / 1.76
met5: - / 0
-- power by group through the flow --
stage / clock network, mW / logic, mW / registers, mW
finish: 0.527 / 0.0605 / 0.669
CTS: 0.547 / 0.0612 / 0.669
global route: 0.575 / 0.0707 / 0.671
No activity file was given, so power comes from the tool's default toggle rates.
