==> ./design.v <==
module LED_Blink 
  #(parameter g_COUNT_10HZ = 1250000,
    parameter g_COUNT_5HZ = 2500000,
    parameter g_COUNT_2HZ = 6250000,
    parameter g_COUNT_1HZ = 12500000)
  (input  i_Clk,
   output var o_LED_1 = 1'b0,
   output var o_LED_2 = 1'b0,
   output var o_LED_3 = 1'b0,
   output var o_LED_4 = 1'b0);
  logic [31:0] r_Count_10Hz = 0;
  logic [31:0] r_Count_5Hz  = 0;
  logic [31:0] r_Count_2Hz  = 0;
  logic [31:0] r_Count_1Hz  = 0;
  always @(posedge i_Clk)
  begin
    if (r_Count_10Hz == g_COUNT_10HZ-1)
    begin
      o_LED_1      <= ~o_LED_1;
      r_Count_10Hz <= 0;
    end
    else
      r_Count_10Hz <= r_Count_10Hz + 1;
  end
  always @(posedge i_Clk)
  begin
    if (r_Count_5Hz == g_COUNT_5HZ-1)
    begin
      o_LED_2     <= ~o_LED_2;
      r_Count_5Hz <= 0;
    end
    else
      r_Count_5Hz <= r_Count_5Hz + 1;
  end
  always @(posedge i_Clk)
  begin
    if (r_Count_2Hz == g_COUNT_2HZ-1)
    begin
      o_LED_3     <= ~o_LED_3;
      r_Count_2Hz <= 0;
    end
    else
      r_Count_2Hz <= r_Count_2Hz + 1;
  end
  always @(posedge i_Clk)
  begin
    if (r_Count_1Hz == g_COUNT_1HZ-1)
    begin
      o_LED_4     <= ~o_LED_4;
      r_Count_1Hz <= 0;
    end
    else
      r_Count_1Hz <= r_Count_1Hz + 1;
  end
endmodule
==> ./run.sh <==
#!/bin/bash
# OpenROAD 26Q1-2900-gdf79404cd8, Yosys 0.63+post, stock flow scripts
make -C /OpenROAD-flow-scripts/flow DESIGN_CONFIG=/design/flow/config.mk WORK_HOME=/design/flow/orfs finish
==> ./config.mk <==
export PLATFORM = sky130hd
export DESIGN_NAME = LED_Blink
export DESIGN_NICKNAME = LED_Blink
export VERILOG_FILES = /design/flow/design.v
export SDC_FILE = /design/flow/constraint.sdc
export NUM_CORES = 4
export LEC_CHECK = 1
export CORE_UTILIZATION = 30
==> ./constraint.sdc <==
current_design LED_Blink

set clk_period 4.7
set clk_io_pct 0.2

create_clock -name clk0 -period $clk_period [get_ports {i_Clk}]

set non_clock_inputs [all_inputs -no_clocks]
set_input_delay [expr $clk_period * $clk_io_pct] -clock clk0 $non_clock_inputs
set_output_delay [expr $clk_period * $clk_io_pct] -clock clk0 [all_outputs]
==> results.json <==
{
  "root_buffer": "clkbuf_16",
  "ant_nets": 0,
  "clock_latency_ns": 0.41,
  "wl_mm": 10.4,
  "grt_max_degree": 17,
  "cp.required_ns": 4.74,
  "numClockSinks": 132,
  "slew_headroom": 0.424,
  "n_antenna_cell": 0,
  "postSynthAreaPerCell_um2": 9.36,
  "clk_path_buf_depth": 2,
  "hold_violations": 0,
  "worst_pin_slew_ns": 0.858,
  "h-tree-depth": 4,
  "place_ws_ns": 2.38,
  "r2r_setup_slack_ns": 2.40,
  "ir_worst_vdd_v": 0.000244,
  "numPortBuffers": 4,
  "p_leak_uw": 0.00236,
  "area_growth_pct": 17.6,
  "flop_cell": "dfxtp_1",
  "die_area_mm2": 0.0198,
  "place_congestion": 0.788,
  "cp.arrival_ns": 2.35,
  "dp_hpwl_mm": 6.92,
  "ys_seq_frac": 0.464,
  "drt_first_iter_violations": 264,
  "cts_setup_buffers": 0,
  "whs_endpoint": "r_Count_1Hz[0]",
  "start_kind": "register",
  "grt_pass1_vias": 3978,
  "setup_tns_ns": 0,
  "grt_pass1_wl_mm": 18.6,
  "cp-end-kind": "register",
  "cap_violations": 0,
  "hold_path.class": "reg -> reg",
  "synthesis.area_mm2": 0.00579,
  "crit_slowest_cell": "or4_4",
  "ys_area_mm2": 0.00579,
  "vias_per_cell": 4.82,
  "antenna_found_initial": 0,
  "status": "complete, no violations",
  "worstPathMaxFanout": 12,
  "overflow": 0,
  "fin_crit_ns": 2.30,
  "fp_util": 0.307,
  "dp.cells": 872,
  "period_used_share": 0.490,
  "r2r_start": "r_Count_2Hz[15]",
  "fmax_mhz": 434,
  "vias": 4352,
  "core_mm2": 0.0188,
  "firstDrtPassIters": 4,
  "drc": 0,
  "power_density_mw_per_mm2": 386,
  "numSynthFlops": 132,
  "hold_path_depth": 1,
  "track_usage": 0.114,
  "post_drt_wl_per_cell_um": 11.6,
  "rr_worst_depth": 3,
  "crit_chain": "or4_1 -> or4_4 -> nor4_4",
  "rsz0062_at_grt": "false",
  "slew_viol_final": 0,
  "finalClockSkew_ns": 0.00549,
  "hold_start": "r_Count_1Hz[0]",
  "syn-instance-count": 618,
  "nFillCells": 1872,
  "io_pins": 5,
  "logic_area_mm2": 0.00299,
  "cts_tree": "done",
  "slowest_delay_ns": 0.54,
  "top_cells_by_area": "dfxtp_1 (44%), xnor2_1 (10%), nand4_1 (5.5%)",
  "cts_hold_buffers": 0,
  "fin_ws_ns": 2.40,
  "ys_top_cells_by_count": "dfxtp_1 (128), xnor2_1 (67), nand4_1 (51)",
  "die_h_um": 141,
  "seqCellArea_mm2": 0.00268,
  "yosys_warnings": 1,
  "fin_cells": 903,
  "regToRegEndpoint": "o_LED_3",
  "yosysMostFrequentCell": "dfxtp_1",
  "warnings": 25,
  "fp-row-count": 50,
  "criticalPathCategory": "reg -> reg",
  "ys_cells": 618,
  "post_cts_resized": 0,
  "synth-edff-count": 4,
  "setup_viol": 0,
  "top_cell_area_share": 0.443,
  "die_w_um": 141,
  "yosysTopAreaCell": "dfxtp_1",
  "numCtsBuffers": 17,
  "drive_above_1_share": 0.0793,
  "synth.distinct_cells": 45,
  "async_reset_ff_frac": 0,
  "cts.clk_slew.worst_paths_ns": 0.06
}
-- critical path, delay by kind of cell (launching register included) --
kind | cells | cell delay [ns]
DFF | 1 | 0.34
and+or+nand+nor | 3 | 1.60
-- worst max path at each step --
stage / depth (start not counted) / endpoint / startpoint
global route: 4 / o_LED_3 / r_Count_2Hz[0]
CTS: 3 / o_LED_3 / r_Count_2Hz[15]
finish: 3 / o_LED_3 / r_Count_2Hz[15]
-- cells by family (layout without fill, tap and decap cells) --
kind of cell,after synthesis,count (layout),share of synthesized area
flip-flops,132,132,0.464
AND-OR/OR-AND,46,46,0.0467
AND/OR/NAND/NOR,310,310,0.312
XOR/XNOR,98,98,0.148
adder cells (fa/ha/maj),4,4,0.00865
buffers and inverters,28,53,0.0210
-- state kept, by name, indices dropped and copies added, names as in the netlist --
name	flops
o_LED_1	1
r_Count_5Hz	32
o_LED_3	1
r_Count_2Hz	32
r_Count_1Hz	32
r_Count_10Hz	32
o_LED_2	1
o_LED_4	1
-- where the power goes --
group | leakage [uW] | total (uW) | internal, uW | switching [uW]
clock | 0.000338 | 1500 | 1030 | 469
combinational | 0.000950 | 0.000950 | 0 | 0
sequential | 0.00108 | 1120 | 1120 | 0
total | 0.00236 | 2630 | 2160 | 469
-- stage by stage --
| stage | hold slack, ns | area [um^2] | utilization | power (uW) |
|---|---|---|---|---|
| floorplan | 0.426 | 5790 | - | 1150 |
| global placement | 0.445 | 6110 | 0.325 | 1150 |
| detailed placement | 0.447 | 6110 | 0.325 | 1150 |
| CTS | 0.459 | 6800 | 0.361 | 2660 |
| global route | 0.472 | 6800 | 0.361 | 2710 |
| finish | 0.453 | 6800 | 0.361 | 2630 |
-- metal layers --
layer | part of all wire | global-route usage | up-vias
li1 | - | - | 2296
met1 | 0.54 | 0.180 | 1996
met2 | 0.41 | 0.165 | 50
met3 | 0.038 | 0.0263 | 10
met4 | 0.012 | 0.0160 | 0
met5 | 0 | 0 | -
-- cell type report --
type                       instances  share of cell area
inverter                          16             0.00883
sequential                       132               0.394
tap                              260              0.0478
clock buffer                      25              0.0820
multi-input combinational        458               0.439
clock inverter                     6              0.0195
timing repair buffer               6             0.00809
-- cells in the final DEF, fill, tap and decap left out, types with 6 or more instances in the layout --
| cell | count |
|---|---|
| o31ai_1 | 9 |
| nor4_2 | 7 |
| and4_1 | 8 |
| and2_1 | 8 |
| clkbuf_16 | 19 |
| nand3_1 | 45 |
| nand4_1 | 51 |
| clkbuf_8 | 6 |
| nor4b_1 | 6 |
| dfxtp_1 | 128 |
| xnor2_1 | 67 |
| nor3_1 | 18 |
| a21oi_1 | 19 |
| o21ai_0 | 11 |
| nand2_1 | 42 |
| inv_1 | 16 |
| nor4_1 | 24 |
| or4_1 | 11 |
| nor2_1 | 43 |
| or3_1 | 7 |
| xor2_1 | 31 |
| and3_1 | 20 |
Power is estimated from default activity; no workload was simulated.
