$ cat flow/config.mk
export PLATFORM = sky130hd
export DESIGN_NAME = Segment_Display
export DESIGN_NICKNAME = Segment_Display
export VERILOG_FILES = /design/flow/design.v
export SDC_FILE = /design/flow/constraint.sdc
export NUM_CORES = 4
export LEC_CHECK = 1
export CORE_UTILIZATION = 30
$ cat flow/constraint.sdc
current_design Segment_Display

set clk_period 2.5
set clk_io_pct 0.2

create_clock -name clk0 -period $clk_period [get_ports {i_Clk}]

set non_clock_inputs [all_inputs -no_clocks]
set_input_delay [expr $clk_period * $clk_io_pct] -clock clk0 $non_clock_inputs
set_output_delay [expr $clk_period * $clk_io_pct] -clock clk0 [all_outputs]
$ cat flow/design.v
module Segment_Display #(parameter c_DEBOUNCE_LIMIT = 250000) (
	input	i_Clk,
	input	i_Switch_1,
	output	o_Segment2_A,
	output	o_Segment2_B,
	output	o_Segment2_C,
	output	o_Segment2_D,
	output	o_Segment2_E,
	output	o_Segment2_F,
	output	o_Segment2_G,
	output	o_Segment1_A,
	output	o_Segment1_B,
	output	o_Segment1_C,
	output	o_Segment1_D,
	output	o_Segment1_E,
	output	o_Segment1_F,
	output	o_Segment1_G);
	logic 		w_Switch_1;
	logic		r_Switch_1 = 1'b0;
	logic	[3:0]	r1_Count = 4'b0000;
	logic	[3:0]	r2_Count = 4'b0000;
	logic	[7:0]	w_Segment2;
	logic	[7:0]	w_Segment1;
	Debounce_Switch #(.c_DEBOUNCE_LIMIT(c_DEBOUNCE_LIMIT)) 
	Debounce_Switch_Inst (.i_Clk(i_Clk),.i_Switch(i_Switch_1),.o_Switch(w_Switch_1));
	always @(posedge i_Clk)
	begin	
		r_Switch_1 <= w_Switch_1;
		if(w_Switch_1 == 1'b1 && r_Switch_1 == 1'b0) 
		begin
			if(r1_Count==9)
				if(r2_Count==9)
				begin
					r1_Count <= 0;
					r2_Count <= 0;
				end
				else
				begin
					r1_Count <= 0;
					r2_Count <= r2_Count + 1;	
				end			
			else
				r1_Count <= r1_Count+1;
		end
	end
	Binary_To_7Segment Inst(
		.i_Clk(i_Clk),
		.i_Binary_Num(r1_Count),
		.o_Segment(w_Segment2));
	Binary_To_7Segment Inst2(
		.i_Clk(i_Clk),
		.i_Binary_Num(r2_Count),
		.o_Segment(w_Segment1));
	assign o_Segment2_A = ~w_Segment2[0];
	assign o_Segment2_B = ~w_Segment2[1];
	assign o_Segment2_C = ~w_Segment2[2];
	assign o_Segment2_D = ~w_Segment2[3];
	assign o_Segment2_E = ~w_Segment2[4];
	assign o_Segment2_F = ~w_Segment2[5];
	assign o_Segment2_G = ~w_Segment2[6];
	assign o_Segment1_A = ~w_Segment1[0];
	assign o_Segment1_B = ~w_Segment1[1];
	assign o_Segment1_C = ~w_Segment1[2];
	assign o_Segment1_D = ~w_Segment1[3];
	assign o_Segment1_E = ~w_Segment1[4];
	assign o_Segment1_F = ~w_Segment1[5];
	assign o_Segment1_G = ~w_Segment1[6];
endmodule
module Binary_To_7Segment(
	input		i_Clk,
	input 	[3:0]	i_Binary_Num,
	output	[7:0]	o_Segment);
	logic	[6:0]	r_Hex_Encoding = 7'h00;
	always @(posedge i_Clk)
		begin
			case (i_Binary_Num)
				4'b0000 : r_Hex_Encoding <= 7'h3F;
				4'b0001 : r_Hex_Encoding <= 7'h06;
				4'b0010 : r_Hex_Encoding <= 7'h5B;
				4'b0011 : r_Hex_Encoding <= 7'h4F;
				4'b0100 : r_Hex_Encoding <= 7'h66;          
				4'b0101 : r_Hex_Encoding <= 7'h6D;
				4'b0110 : r_Hex_Encoding <= 7'h7D;
				4'b0111 : r_Hex_Encoding <= 7'h07;
				4'b1000 : r_Hex_Encoding <= 7'h7F;
				4'b1001 : r_Hex_Encoding <= 7'h6F;
				4'b1010 : r_Hex_Encoding <= 7'h77;
				4'b1011 : r_Hex_Encoding <= 7'h7C;
				4'b1100 : r_Hex_Encoding <= 7'h39;
				4'b1101 : r_Hex_Encoding <= 7'h5E;
				4'b1110 : r_Hex_Encoding <= 7'h79;
				4'b1111 : r_Hex_Encoding <= 7'h71;
      		endcase		 
		end  
	assign o_Segment = r_Hex_Encoding;
endmodule  
module Debounce_Switch
	#(parameter c_DEBOUNCE_LIMIT = 250000) 
	(input i_Clk,
	 input i_Switch,
	 output o_Switch);
	logic r_State = 1'b0;
	logic [17:0] r_Count = 0;	
	always @(posedge i_Clk)
		begin
			if (i_Switch !== r_State && r_Count < c_DEBOUNCE_LIMIT)
				r_Count <= r_Count + 1;  
			else if (r_Count == c_DEBOUNCE_LIMIT)
			begin
				r_Count <= 0;
				r_State <= i_Switch;
			end
			else
				r_Count <= 0;
		end  
	assign o_Switch = r_State;
endmodule  
$ cat flow/run.sh
#!/bin/bash
# OpenROAD 26Q1-2900-gdf79404cd8, Yosys 0.63+post, stock flow scripts
make -C /OpenROAD-flow-scripts/flow DESIGN_CONFIG=/design/flow/config.mk WORK_HOME=/design/flow/orfs finish
==> impl_metrics.ini <==
; yosys + openroad results
[outcome]
status = finished clean

[detailed_routing]
met2_length_um = 1470
vias = 1549
first_iter_violations = 40
drc = 0
wl_per_cell_um = 9.50
drt-total-wl_um = 3360
routed_via_density = 4.38
postRouteAntennaNets = 0
first_pass_iters = 4
antennaDiodeCount = 0
top_layer_used = met4
drt-met1-wl_um = 1740
route.met3.wl_um = 134

[critical_path]
critical_path.slowest_cell = or4_4
cpPeakStageDelay_ns = 0.57
cp-start-kind = flip-flop
required_ns = 2.72
endpoint_kind = flip-flop
path_cells = or4_4 -> nor3_4 -> o31ai_4 -> buf_4 -> nor2_1
crit_buf_inv = 1
critPathTopFamily = simple AND/OR/NAND/NOR gates
cp_max_fo = 18
arrival_ns = 1.90
path_class = reg -> reg

[grt]
grt-ovfl-total = 0
antenna_found_initial = 0
grt_max_degree = 19
grt_pass1_wl_um = 5890
grt.total_usage = 0.0945
grt_pass1_vias = 1352

[layout]
regArea_um2 = 931
logic_area_mm2 = 0.00114
final_cell_mix = dfxtp_1 (33), inv_1 (28), nor2_1 (20)
layout_top_cell = dfxtp_1
fillCellCount = 755
syn_to_final_growth_pct = 14.3
drive_gt1_frac = 0.0941

[synthesis]
top_logic_kind = simple AND/OR/NAND/NOR gates
ys_cells = 239
mux_area_frac = 0.00898
synthCells = 239
synthXorXnorAreaFrac = 0.0791
synth_cell_types = 39
yosysWarnings = 3
synth_flops = 42
ys_area_mm2 = 0.00223
ys_seq_frac = 0.418
compound_area_frac = 0.0999
syn_area_mm2 = 0.00223
avgSynthCellArea_um2 = 9.33
synthAdderAreaFrac = 0.101
ys_sh_simple = 0.221

[floorplanning]
die_h_um = 88.2
io_pins = 16
fp_util = 0.309
die_w_um = 88.2
fp.coreArea_mm2 = 0.00721
num_rows = 31
fp.dieArea_mm2 = 0.00778

[sta]
finalSetupTns_ns = 0
finalCritPeriodShare = 0.670
grt_setup_unrepaired = false
skew_ns = 0.00982
slew_violations = 0
setup_viol = 0
setup_slack_ns = 0.825
tightest_slew_ns = 0.511
final.min_clock_period_ns = 1.68
finalHoldViolCount = 0
fmax_mhz = 597
relSlewSlack = 0.659

[pwr]
p_leak_nw = 0.989
ir_drop_mv = 0.233
power.density_mw_per_mm2 = 454

[place]
place_ws_ns = 0.656
port_buffers = 15
place_congestion = 0.838
dpl.hpwl_um = 2410

[clock_network]
post_cts_resized = 0
cts-root-buf = clkbuf_8
clock_path_buffers = 2
postCtsSetupBuffers = 0
cts_buffers = 5
cts_tree = yes
clock-sinks = 42
clkTransAtPathRegs_ns = 0.08
htreeDepth = 2
clk_latency_ns = 0.29
postCtsHoldBufs = 0

[min_path]
hold_class = reg -> reg

[flow_run]
drv_cap = 0
tool_warnings = 40
-- through the flow --
step | cells | area (um2) | total power [mW] | util | hold slack, ns
floorplan | 239 | 2230 | 0.739 | - | 0.440
global placement | 346 | 2460 | 0.743 | 0.341 | 0.451
detailed placement | 346 | 2460 | 0.744 | 0.341 | 0.479
CTS | 354 | 2550 | 1.18 | 0.353 | 0.499
global route | 354 | 2550 | 1.21 | 0.353 | 0.515
finish | 354 | 2550 | 1.16 | 0.353 | 0.488
-- registers in the layout, indices dropped and copies added, names as in the netlist --
register,cells
Debounce_Switch_Inst.r_State,1
Inst.r_Hex_Encoding,7
Inst2.r_Hex_Encoding,7
r2_Count,4
r1_Count,4
Debounce_Switch_Inst.r_Count,18
r_Switch_1,1
-- layout make-up --
| type | count | share of cell area |
|---|---|---|
| clock buffer | 6 | 0.0285 |
| timing repair buffer | 16 | 0.0619 |
| multi-input combinational | 159 | 0.446 |
| inverter | 30 | 0.0442 |
| tap | 99 | 0.0486 |
| sequential | 42 | 0.365 |
| clock inverter | 2 | 0.00540 |
-- Yosys cell counts (all sizes together) --
master  count  area share
dfxtp      33        0.30
nand3       8       0.018
a21boi      2      0.0067
or4         1      0.0051
inv        30       0.051
nand2b      2      0.0056
nor2b       4       0.011
nor3        9       0.025
nor4        8       0.022
a31oi       3      0.0084
clkbuf      4      0.0067
o31ai       1      0.0095
mux2i       2      0.0090
a22oi       2      0.0067
and3        1      0.0028
nand4       7       0.020
xnor2      11       0.043
buf         4       0.015
a41oi       1      0.0039
o21ai       8       0.018
nand2      13       0.022
edfxtp      9        0.12
o31a        1      0.0039
ha         18        0.10
a21oi      13       0.029
or3         1      0.0028
xor2        7       0.036
and2        1      0.0028
nor2       30       0.080
and4        1      0.0039
a211oi      4       0.013
-- cells by family (layout without fill, tap and decap cells) --
family	after synthesis	after routing
multiplexers	2	2
AND/OR/NAND/NOR	86	86
flip-flops	42	42
XOR/XNOR	18	18
AND-OR/OR-AND	35	35
adder cells (fa/ha/maj)	18	18
buffers and inverters	38	54
-- per-layer routing --
metal | GRT usage | vias up
met5 | 0 | -
met4 | 0.0103 | 0
met3 | 0.0237 | 4
met2 | 0.151 | 25
met1 | 0.137 | 687
li1 | - | 833
-- worst register-to-register path: cells and delay by family (launching register included) --
family          cells  cell delay [ns]
compound gates      1             0.08
buf+inv             1             0.25
flops               1             0.37
simple gates        3             0.92
-- power breakdown --
group,leakage (nW),internal (mW),switching (mW),total (mW)
clock network,0.0452,0.197,0.231,0.429
logic,0.590,0.0108,0.0186,0.0294
registers,0.354,0.693,0.00579,0.698
total,0.989,0.901,0.256,1.16
-- worst paths after layout --
check                                              startpoint                                     endpoint  slack [ns]  cells past startpoint
setup reg to reg  Debounce_Switch_Inst.r_Count[10]$_SDFF_PN0_   Debounce_Switch_Inst.r_Count[2]$_SDFF_PN0_        0.82                      5
hold / removal    Debounce_Switch_Inst.r_Count[17]$_SDFF_PN0_  Debounce_Switch_Inst.r_Count[17]$_SDFF_PN0_        0.49                      2
setup / recovery  Debounce_Switch_Inst.r_Count[10]$_SDFF_PN0_   Debounce_Switch_Inst.r_Count[2]$_SDFF_PN0_        0.82                      5
hold reg to reg   Debounce_Switch_Inst.r_Count[17]$_SDFF_PN0_  Debounce_Switch_Inst.r_Count[17]$_SDFF_PN0_        0.49                      2
Power figures rest on the tool's default switching activity, not on a simulated workload.
